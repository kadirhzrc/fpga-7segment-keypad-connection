<file path="flow/design.v">
module zuckberberg (  output wire [3:0] rowwrite,
						input [3:0] colread,
						input clk,
						output wire [3:0] data,
						output wire [3:0] grounds,
						output wire [6:0] display
					);
reg [15:0] data_all;
wire [3:0] keyout;
reg [25:0] clk1;
wire keypressed;
reg [2:0] state;
reg [15:0] buffer;
reg winner;
assign data=keyout;
sevensegment ss1 (.datain(data_all), .grounds(grounds), .display(display), .clk(clk));
keypad_ex  kp1(.rowwrite(rowwrite),.colread(colread),.clk(clk),.keyout(keyout),.keypressed(keypressed));
always @(posedge clk)
	case(state)
		3'b000:
				if (keypressed)
					begin
						if (keyout==4'hE)
							begin
								if (data_all>16'b1)
									state<=3'b11;
								else
									state<=3'b1;
							end
						else
							begin
								data_all<=(data_all<<4)+keyout;
								state<=3'b1;
							end
					end
		3'b001:
				if (~keypressed)
					state<=0;
		3'b010:
				if (keypressed)
					begin
						if(keyout==4'hF)
							begin
								if(buffer>16'h0)
									begin
										if(data_all > buffer)
											begin
												data_all<=data_all - buffer;
												winner<=winner+1;
												buffer<=16'b0;
											end
										else
											begin
												if((data_all==1) && (buffer==1))
													state<=3'b100;
												else
													state<=3'b011;
											end
									end
								else
									state<=3'b011;
							end
						else if(keyout==4'h1)
							begin
								buffer<=16'b01;
								state<=3'b011;
							end
						else if(keyout==4'h2)
							begin
								buffer<=16'b10;
								state<=3'b011;
							end
						else if(keyout==4'h3)
							begin
								buffer<=16'b11;
								state<=3'b011;
							end
						else
							begin
								buffer<=16'b0;
								state<=3'b011;
							end
				end
		3'b011:
				if (~keypressed)
						state<=3'b010;
		3'b100:
				if(winner % 2 == 1)
					data_all=16'hc1;
				else
					data_all=16'hc2;
	endcase
initial 
	begin
		buffer=16'b0;
		winner=0;
		state=0;
	end
endmodule
module keypad_ex (
						output reg [3:0] rowwrite,
						input [3:0] colread,
						input clk,
						output reg [3:0] keyout,
						output wire keypressed
						);
reg [25:0] clk1;
reg [3:0] keyread;
reg [3:0] rowpressed;
reg [3:0] pressedcol [0:3];
reg [11:0] rowpressed_buffer0;
reg [11:0] rowpressed_buffer1;
reg [11:0] rowpressed_buffer2;
reg [11:0] rowpressed_buffer3;
reg [3:0] rowpressed_debounced;
always @(posedge clk)
	clk1<=clk1+1;
always @(posedge clk1[15])
	rowwrite<={rowwrite[2:0], rowwrite[3]};
always @(posedge clk1[15])
	if (rowwrite== 4'b1110)
		begin
			rowpressed[0]<= ~(&colread);  
			pressedcol[0]<=colread;
		end
	else if (rowwrite==4'b1101)
		begin
			rowpressed[1]<= ~(&colread);  
			pressedcol[1]<=colread;
		end
	else if (rowwrite==4'b1011)
		begin
			rowpressed[2]<= ~(&colread);  
			pressedcol[2]<=colread;
		end
	else if (rowwrite==4'b0111)
		begin
			rowpressed[3]<= ~(&colread);  
			pressedcol[3]<=colread;
		end
wire transition0_10;
wire transition0_01;
assign transition0_10=~|rowpressed_buffer0;
assign transition0_01=&rowpressed_buffer0;
wire transition1_10;
wire transition1_01;
assign transition1_10=~|rowpressed_buffer1;
assign transition1_01=&rowpressed_buffer1;
wire transition2_10;
wire transition2_01;
assign transition2_10=~|rowpressed_buffer2;
assign transition2_01=&rowpressed_buffer2;
wire transition3_10;
wire transition3_01;
assign transition3_10=~|rowpressed_buffer3;  
assign transition3_01=&rowpressed_buffer3;   
always @(posedge clk1[15])
	begin
		rowpressed_buffer0<= {rowpressed_buffer0[10:0],rowpressed[0]};
		if (rowpressed_debounced[0]==0 && transition0_01)
			rowpressed_debounced[0]<=1;
		if (rowpressed_debounced[0]==1 && transition0_10)
			rowpressed_debounced[0]<=0;
	rowpressed_buffer1<= {rowpressed_buffer1[10:0],rowpressed[1]};
		if (rowpressed_debounced[1]==0 && transition1_01)
			rowpressed_debounced[1]<=1;
		if (rowpressed_debounced[1]==1 && transition1_10)
			rowpressed_debounced[1]<=0;
	rowpressed_buffer2<= {rowpressed_buffer2[10:0],rowpressed[2]};
		if (rowpressed_debounced[2]==0 && transition2_01)
			rowpressed_debounced[2]<=1;
		if (rowpressed_debounced[2]==1 && transition2_10)
			rowpressed_debounced[2]<=0;
	rowpressed_buffer3<= {rowpressed_buffer3[10:0],rowpressed[3]};
		if (rowpressed_debounced[3]==0 && transition3_01)
			rowpressed_debounced[3]<=1;
		if (rowpressed_debounced[3]==1 && transition3_10)
			rowpressed_debounced[3]<=0;
	end 
always @*
	begin
		if (rowpressed_debounced[0]==1)
			begin
				if (pressedcol[0]==4'b1110)
					keyread=4'h1;
				else if (pressedcol[0]==4'b1101)
					keyread=4'h2;
				else if (pressedcol[0]==4'b1011)
					keyread=4'h3;
				else if (pressedcol[0]==4'b0111)
					keyread=4'hA;
				else keyread=4'b0000;
			end
		else if (rowpressed_debounced[1]==1)
			begin
				if (pressedcol[1]==4'b1110)
					keyread=4'h4;
				else if (pressedcol[1]==4'b1101)
					keyread=4'h5;
				else if (pressedcol[1]==4'b1011)
					keyread=4'h6;
				else if (pressedcol[1]==4'b0111)
					keyread=4'hB;
				else keyread=4'b0000;
			end
		else if (rowpressed_debounced[2]==1)
			begin
				if (pressedcol[2]==4'b1110)
					keyread=4'h7;
				else if (pressedcol[2]==4'b1101)
					keyread=4'h8;
				else if (pressedcol[2]==4'b1011)
					keyread=4'h9;
				else if (pressedcol[2]==4'b0111)
					keyread=4'hC;
				else keyread=4'b0000;
			end
		else if (rowpressed_debounced[3]==1)
			begin
				if (pressedcol[3]==4'b1110)
					keyread=4'hE;
				else if (pressedcol[3]==4'b1101)
					keyread=4'h0;
				else if (pressedcol[3]==4'b1011)
					keyread=4'hF;
				else if (pressedcol[3]==4'b0111)
					keyread=4'hD;
				else keyread=4'b0000;
			end
		else keyread=4'b0000;
	end  
assign keypressed= rowpressed_debounced[0]||rowpressed_debounced[1]||rowpressed_debounced[2]||rowpressed_debounced[3];
always @(posedge keypressed)
			keyout<=keyread;
initial rowwrite=4'b1110;		
endmodule
module sevensegment(datain, grounds, display, clk);
	input wire [15:0] datain;
	output reg [3:0] grounds;
	output reg [6:0] display;
	input clk;	
	reg [3:0] data [3:0];
	reg [1:0] count;
	reg [25:0] clk1;
	always @(posedge clk1[15])
		begin
			grounds <= {grounds[2:0],grounds[3]};
			count <= count + 1;
		end
	always @(posedge clk)
		clk1 <= clk1 + 1;
	always @(*)
		case(data[count])	
0:display=7'b1111110;  
1:display=7'b0110000;
2:display=7'b1101101;
3:display=7'b1111001;
4:display=7'b0110011;
5:display=7'b1011011;
6:display=7'b1011111;
7:display=7'b1110000;
8:display=7'b1111111;
9:display=7'b1111011;
'ha:display=7'b1110111;
'hb:display=7'b0011111;
'hc:display=7'b0110111;
'hd:display=7'b0111101;
'he:display=7'b1001111;
'hf:display=7'b1000111;
default display=7'b1111111;
		endcase
	always @*
		begin
			data[0] = datain[15:12];
			data[1] = datain[11:8];
			data[2] = datain[7:4];
			data[3] = datain[3:0];
		end
		initial begin		
		count = 2'b0;
		grounds = 4'b1110;
		clk1 = 0;
	end
endmodule
</file>
<file path="flow/run.sh">
#!/bin/bash
# OpenROAD 26Q1-2900-gdf79404cd8, Yosys 0.63+post, stock flow scripts
make -C /OpenROAD-flow-scripts/flow DESIGN_CONFIG=/design/flow/config.mk WORK_HOME=/design/flow/orfs finish
</file>
<file path="flow/config.mk">
export PLATFORM = sky130hd
export DESIGN_NAME = zuckberberg
export DESIGN_NICKNAME = zuckberberg
export VERILOG_FILES = /design/flow/design.v
export SDC_FILE = /design/flow/constraint.sdc
export NUM_CORES = 4
export LEC_CHECK = 1
export CORE_UTILIZATION = 40
</file>
<file path="flow/constraint.sdc">
current_design zuckberberg

set clk_period 6.4
set clk_io_pct 0.2

create_clock -name clk0 -period $clk_period [get_ports {clk}]

set non_clock_inputs [all_inputs -no_clocks]
set_input_delay [expr $clk_period * $clk_io_pct] -clock clk0 $non_clock_inputs
set_output_delay [expr $clk_period * $clk_io_pct] -clock clk0 [all_outputs]
</file>
==> changes_impl.md <==
### Metrics

* Min cycle time layout at 4.14 ns
* Synthesized registers at 140
* Number of enable flip-flop cells at 42
* Synth Flop Type: dfxtp_1
* Peak supply drop at 128 uV
* Worst-path clk slew at 0.07 ns
* Yosys chip area at 5560 sq um
* Synth unique cells at 58
* Cell area leaders: dfxtp_1 35%, edfxtp_1 23%, xnor2_1 4.7%
* Crit Reg-Reg Endpoint: data_all[8]
* Final Hold Viols at 0
* Hold path start: kp1.clk1[0]
* Global route total overflow at 0
* H-Tree Depth at 2
* Initial Util at 41.5%
* Final Instance Area at 6150 sq um
* Critical Path Slowest Stage Cell: edfxtp_1
* CP max stage delay at 0.50 ns
* Largest net degree at the start of global routing at 78
* Worst setup EP type: output port
* Num rows at 42
* Max FO, Critical Path at 7
* Number of global-route vias before repair at between 3k and 4k
* PortBufs at 23
* Antenna-violating nets left at 0
* Fin crit share at 64.8%
* Area of the mapped netlist at 5560 sq um
* Required time of the critical path at 5.12 ns
* Hold Path Class: register to register
* WP data arrival at 2.86 ns
* Die footprint at 14400 sq um
* Leak at 0.00215 uW
* Post_cts resized at 0
* DR iter-0 viols at 184
* Max-Cap Viols at 0
* Register pins left without a clock at 86
* Setup TNS at 0 ns
* Cell area power density at 104 nW/um^2
* Ys async rst share at 0%
* Io pins at 24
* Placed inst area at approximately 6000 sq um
* Vias post-DR at about 3.6k
* Setup violations, final at 0
* Startpoint Class: register
* FMAX at 241 MHz
* Initial antenna violation count at 0
* Setup CP Type: register to output port
* Stage-log warning count at 33
* Worst path cell trace: a222oi_1 -> mux2i_1 -> inv_1 -> ha_1 -> mux4_2 -> inv_1 -> clkdlybuf4s50_1
* Slew headroom at 47.3%
* Syn-to-layout area delta at 10.5%
* Layout cells sized above 1 at under 10%
* First-pass GRT wire length at 15.6 mm
* Ys Warns at 5
* Total CTS buffers at 5
* Fill count at 1199
* Detailed-route DRC error count at 0
* Bufs on Longest Clock Path at 2
* Pins Over Slew Limit at 0
* Outcome: finished, final reports clean
* Postcts setup bufs at 0
* Worst r2r path cells at 8
* Worst-Margin Slew at 0.789 ns
* Hold path endpoint: kp1.clk1[0]
* Post-synth top area cell: dfxtp_1
* WHS Path Cells at 1
* Reg2reg start: data_all[0]
* Setup Skew at 0.00232 ns
* Vias/cell at 5.22
* Top cell type's share of synthesized area at 35.3%
* Most frequent CP cell: inv_1
* Top Family by Delay on Critical Path: multiplexers
* Avg Cell Area, Syn at around 11 sq um
* Post-Syn Instances at between 500 and 600
* Final wirelength at 9.10 mm
* Gr usage total at 13.8%
* Drt wl/cell at roughly 13 um
* Bufs and invs on worst path at 3
* Clk root buf: clkbuf_16
* Unrepaired setup endpoints after global routing: false
* Die width at 120 um
* # Cells Yosys at 501
* Die H at 120 um
* Final GP Congestion at 0.867
* Skew-Pair Late Insertion Delay at 0.29 ns
* R2r setup slk at 3.92 ns
* CTS tree: done
* Core Region at 13400 sq um
* # diodes at 0
* Detailed Place HPWL at approximately 6.6 mm
* Seq share, synth at 57.9%
* Drt pass-1 iters at 5
* Post-CTS Hold Fix Bufs at 0
* Endpoints left unconstrained at 120
[cell usage in the layout (no fill, tap or decap), types with 16 or more instances in the layout]
cell type,synthesis,routed
dfxtp_1,98,97
edfxtp_1,42,42
nand2_1,34,34
xnor2_1,30,30
inv_1,25,25
nor2_1,25,25
nand3_1,25,25
nand4_1,23,23
clkdlybuf4s50_1,0,23
nor3_1,17,17
nor4_1,17,17
xor2_1,16,16
[sequential cells by signal, summed over array words and instances, names as in the netlist]
name / cells
state: 3
kp1.rowpressed: 4
kp1.pressedcol: 16
kp1.rowpressed_buffer2: 12
kp1.rowpressed_buffer3: 12
kp1.rowpressed_debounced: 4
kp1.rowpressed_buffer0: 12
kp1.rowwrite: 4
ss1.grounds: 4
ss1.count: 2
buffer: 2
winner: 1
kp1.keyout: 4
data_all: 16
kp1.clk1: 16
kp1.rowpressed_buffer1: 12
ss1.clk1: 16
[synth_stat cells (all sizes together), types with 3 or more instances]
cell type,instances
or3,4
nand2b,8
mux2i,9
nor2,25
nand2,34
dfxtp,98
nand4,23
nor3,17
xnor2,30
nand3,25
nor4,18
and4,3
o211ai,4
a222oi,4
o22ai,4
inv,25
ha,14
o21ai,17
buf,3
edfxtp,42
and3,3
nor3b,6
xor2,16
clkbuf,10
or4,3
a31oi,8
a21oi,10
[stage by stage]
| step | power [uW] | utilization, % | hold slack (ns) | setup slack, ns | std cells |
|---|---|---|---|---|---|
| 2_1_floorplan | 365 | - | 0.383 | 3.32 | 501 |
| 3_3_place_gp | 369 | 44.7 | 0.395 | 2.64 | 690 |
| 3_5_place_dp | 369 | 44.7 | 0.400 | 2.59 | 690 |
| 4_1_cts | 651 | 45.9 | 0.418 | 2.26 | 698 |
| 5_1_grt | 665 | 45.9 | 0.454 | 2.00 | 698 |
| 6_report | 639 | 45.9 | 0.418 | 2.26 | 698 |
[worst max-delay path by stage]
stage	start	end	slack (ns)	depth (start not counted)
final	data_all[1]	display[6]	2.26	7
after global routing	data_all[1]	display[6]	2.00	7
after CTS	data_all[1]	display[6]	2.26	7
[layout make-up]
class                      count  area, sq um  share of cell area [%]
inverter                      25         93.8                    1.53
multi-input combinational    323         2200                    35.8
sequential                   140         3220                    52.5
clock buffer                   6          139                    2.26
tap                          176          220                    3.58
timing repair buffer          26          253                    4.11
clock inverter                 2         15.0                   0.244
[cells by family (layout without fill, tap and decap cells)]
kind of cell / after synthesis / count (layout) / synth area share, %
xor+xnor: 46 / 46 / 7.24
fa+ha+maj: 15 / 15 / 3.51
flops: 140 / 140 / 57.9
simple gates: 180 / 180 / 17.7
mux: 12 / 12 / 2.50
compound gates: 70 / 70 / 8.52
buf+inv: 38 / 59 / 2.63
[where the power goes]
part	switching [uW]	internal [uW]
combinational	2.16	2.23
clock	120	157
sequential	0	357
total	122	516
[metal layers]
layer / GRT usage [%] / up-vias / part of all wire [%]
li1: - / 1869 / -
met1: 21.1 / 1680 / 49
met2: 21.7 / 91 / 45
met3: 3.25 / 7 / 5.5
met4: 1.33 / 0 / 0.78
met5: 0 / - / 0
No activity file was given, so power comes from the tool's default toggle rates.
